### design.v
module multiplexer_2x1 (X, Y, Z, out);
    input X, Y, Z;
    output out;
    wire c1, c2;
    wire not_z;
    not n1 (not_z, Z);
    and a1 (c1, X, not_z);
    and a2 (c2, Y, Z);
    or o1 (out, c1, c2);
endmodule
module multiplexer_4x1(X, Y, Z, W, S1, S2, out);
    input X, Y, Z, W;
    input S1, S2;
    output out;
    wire c1, c2;
    multiplexer_2x1 m1 (X, Y, S1, c1);
    multiplexer_2x1 m2 (Z, W, S1, c2);
    multiplexer_2x1 m3 (c1, c2, S2, out);
endmodule
module half_adder (A, B, S, C);
    input A, B;
    output S, C;
    xor g1 (S, A, B);
    and g2 (C, A, B);
endmodule
module full_adder (X, Y, Z, S, C);
    input X, Y, Z;
    output S, C;
    wire S1, C1, C2; 
    half_adder HA1 (X, Y, S1, C1),
                HA2 (S1, Z, S, C2);
    or g1(C, C1, C2);
endmodule
module bit_alu_carry(A, B, L, CI, OP, R, CO);
    input A, B, L, CI;
    input [3:0] OP; 
    output R, CO;
    wire not_a, a_mux_out, not_b, b_mux_out, a_b_and, a_b_or, a_b_add;
    not (not_a, A);
    multiplexer_2x1 m1 (A, not_a, OP[3], a_mux_out);
    not n1 (not_b, B);
    multiplexer_2x1 m2 (B, not_b, OP[2], b_mux_out);
    and a1 (a_b_and, a_mux_out, b_mux_out);
    or o1 (a_b_or, a_mux_out, b_mux_out);
    full_adder fa1 (a_mux_out, b_mux_out, CI, a_b_add, CO);
    multiplexer_4x1 m3 (a_b_and, a_b_or, a_b_add, L, OP[0], OP[1], R);
endmodule
module bit_alu_set(A, B, L, CI, OP, R, S, O);
    input A, B, L, CI;
    input [3:0] OP; 
    output R, S, O;
    wire not_a, a_mux_out, not_b, b_mux_out, a_b_and, a_b_or, a_b_add, CO, O1;
    not n1 (not_a, A);
    multiplexer_2x1 m1 (A, not_a, OP[3], a_mux_out);
    not n2 (not_b, B);
    multiplexer_2x1 m2 (B, not_b, OP[2], b_mux_out);
    and a1 (a_b_and, a_mux_out, b_mux_out);
    or o1 (a_b_or, a_mux_out, b_mux_out);
    full_adder fa1 (a_mux_out, b_mux_out, CI, a_b_add, CO);
    assign S = a_b_add;
    multiplexer_4x1 m3 (a_b_and, a_b_or, a_b_add, L, OP[0], OP[1], R);
    xor x1 (O1, CI, CO);
    and a3 (O, O1, OP[1]);
endmodule
module ALU(OP, A, B, R, Z, O);
    input [15:0] A, B;
    input [3:0] OP;
    output Z, O;
    output [15:0] R;
    wire CO0, CO1, CO2, CO3, CO4, CO5, CO6, CO7, CO8, CO9, CO10, CO11, CO12, CO13, CO14, CO15, S;
    bit_alu_carry ba0 (A[0], B[0], S, OP[2], OP, R[0], CO0);
    bit_alu_carry ba1 (A[1], B[1], 1'b0, CO0, OP, R[1], CO1);
    bit_alu_carry ba2 (A[2], B[2], 1'b0, CO1, OP, R[2], CO2);
    bit_alu_carry ba3 (A[3], B[3], 1'b0, CO2, OP, R[3], CO3);
    bit_alu_carry ba4 (A[4], B[4], 1'b0, CO3, OP, R[4], CO4);
    bit_alu_carry ba5 (A[5], B[5], 1'b0, CO4, OP, R[5], CO5);
    bit_alu_carry ba6 (A[6], B[6], 1'b0, CO5, OP, R[6], CO6);
    bit_alu_carry ba7 (A[7], B[7], 1'b0, CO6, OP, R[7], CO7);
    bit_alu_carry ba8 (A[8], B[8], 1'b0, CO7, OP, R[8], CO8);
    bit_alu_carry ba9 (A[9], B[9], 1'b0, CO8, OP, R[9], CO9);
    bit_alu_carry ba10 (A[10], B[10], 1'b0, CO9, OP, R[10], CO10);
    bit_alu_carry ba11 (A[11], B[11], 1'b0, CO10, OP, R[11], CO11);
    bit_alu_carry ba12 (A[12], B[12], 1'b0, CO11, OP, R[12], CO12);
    bit_alu_carry ba13 (A[13], B[13], 1'b0, CO12, OP, R[13], CO13);
    bit_alu_carry ba14 (A[14], B[14], 1'b0, CO13, OP, R[14], CO14);
    bit_alu_set ba15 (A[15], B[15], 1'b0, CO14, OP, R[15], S, O);
    nor o1 (Z, R[0], R[1], R[2], R[3], R[4], R[5], R[6], R[7], R[8], R[9], R[10], R[11], R[12], R[13], R[14], R[15]);
endmodule
module testALU;
  reg signed [15:0] a;
  reg signed [15:0] b;
  reg [3:0] op;
  wire signed [15:0] result;
  wire zero,overflow;
  ALU alu (op,a,b,result,zero,overflow);
  initial
    begin
     $display("op   a        b        result   zero overflow");
     $monitor ("%b %b(%d) %b(%d) %b(%d) %b    %b",op,a,a,b,b,result,result,zero,overflow);
	       op = 4'b0000; a = 16'b0000000000001100; b = 16'b0000000000011000;   
    end
endmodule
### run.sh
#!/bin/bash
# OpenROAD 26Q1-2900-gdf79404cd8, Yosys 0.63+post, stock flow scripts
make -C /OpenROAD-flow-scripts/flow DESIGN_CONFIG=/design/flow/config.mk WORK_HOME=/design/flow/orfs finish
### config.mk
export PLATFORM = sky130hd
export DESIGN_NAME = ALU
export DESIGN_NICKNAME = ALU
export VERILOG_FILES = /design/flow/design.v
export SDC_FILE = /design/flow/constraint.sdc
export NUM_CORES = 4
export LEC_CHECK = 1
export CORE_AREA = 10 10 112 112
export DIE_AREA = 0 0 122 122
### constraint.sdc
current_design ALU

set clk_period 9.0
set clk_io_pct 0.2

create_clock -name clk0 -period $clk_period

set non_clock_inputs [all_inputs -no_clocks]
set_input_delay [expr $clk_period * $clk_io_pct] -clock clk0 $non_clock_inputs
set_output_delay [expr $clk_period * $clk_io_pct] -clock clk0 [all_outputs]
==> run notes <==
The implementation run finished. The critical path is of the primary input to output pin type. The flow measured a signed area growth from synthesis to layout of 61.5%. Across the whole layout, storage elements account for 0 µm². Total internal power landed at around 0.00012 W. Number of standard cells reported by yosys landed at about 200. Die extent in x landed at ~120 µm. Total via count in the routed design landed at around 1.4k. The switching component of the power was reported as about 0.000086 W.

The repair_antennas step left the layout with diodes totalling 0. Ranking logic cells in the layout by count gives the top entries 42 x sky130_fd_sc_hd__clkdlybuf4s50_1, 37 x sky130_fd_sc_hd__buf_4, 35 x sky130_fd_sc_hd__inv_1. The most common logic cell in the final layout is sky130_fd_sc_hd__clkdlybuf4s50_1.

Per the detail_route report, routed wire per instance is 12.4 µm. Per the power-grid run, VDD falls by no more than between 0.00002 and 0.000025 V. The violation tally recorded at the end of detailed-routing iteration 0 is 28. Minimum period implied by the final worst setup slack landed at roughly 11 ns. Max-slew violation count landed at 0. The worst setup path is launched from a primary input. According to the report, the first pass of detailed routing completed in 4 iterations. The worst setup path is captured at an output pin. Number of placement rows landed at 37. Setup repair after global routing could not meet its margin everywhere.

Detailed placement finished with a half-perimeter wire length of around 4200 µm. Final wirelength landed at roughly 5000 µm. Area of the synthesized netlist per yosys stat landed at 0.00164 mm². Post-route fraction of the period consumed by the critical path landed at 1.20. For reference, the final report shows the hold violation count at 0.

Checking max transition, the worst relative margin is 0.384. The leakage component of the power was reported as roughly 1.3 nW. Weighted congestion reported at the end of routability-driven placement landed at 0.810. At the worst endpoint, the required time is between 7 and 8 ns. Of the total power, registers draw 0. The floorplan step records an initial core utilization of 0.160. Across every metal layer, demand over resource in global routing totals 0.0662. Number of hold buffers added after CTS landed at 0.

Number of clock buffer instances in the layout landed at 0. Number of logged tool warnings landed at ~66. First-pass GRT wire length landed at 7950 µm.

Total overflow reported by the global router landed at 0. Entering global routing, the biggest net connects 31 pins. Area of the core landed at between 0.01 and 0.015 mm². Number of global-route vias before repair landed at roughly 1.5k. In the final layout, the share of cells above drive strength 1 is 0.309.

The share of total power dissipated in combinational logic is 1.000. The run finished, with violations left. TritonRoute reported its final design rule violation total as 0. The initial antenna violation count was 0. The report shows a maximum critical-path fanout of 2. Synthesis warning total landed at 0. Setup violations remaining at the end of the flow were counted as 7. Tally of unique sky130hd cells used after synthesis landed at 20.

On the final layout, the worst hold slack is roughly 4.5 ns. For the worst setup path, the data arrival time is roughly 9.0 ns. Number of top-level pins landed at between 50 and 60. Dividing the detail-routed via count by the number of cells gives 3.50.

Antenna violation net count after detailed routing landed at 0. Checking hold timing, the worst path is listed with class primary input to output pin. Average cell area after synthesis landed at about 8.4 µm².

The flow reported a cell area power density of 78.3 mW/mm². Proportion of power drawn by the clock network landed at 0. The final layout report lists a filler cell count of 1061.

In this run the maximum-capacitance check reported violations numbering 0. The highest clock rate this design can be run at is slightly above 90 MHz. Per the placement log, port buffering inserted about 54 buffers.

Fraction of power spent switching nets landed at 0.416. Setup total negative slack landed at -6.44 ns. Non-filler instance count after layout landed at 405. Overall chip area landed at approximately 0.015 mm².

The share of the Yosys chip area taken by registers is 0. After technology mapping, the gate count stands at around 200. The transition time recorded at the tightest slew-check pin is between 0.9 and 1 ns. Synthesized area landed at 0.00164 mm².

Sequential cells placed in the final layout were counted as 0. The number of placed instances, taps included, is around 400. The checks that failed: negative setup slack.

Per the OpenROAD floorplan log, the height of the die is about 120 µm. The critical path in the final layout is reported with a setup slack of -1.76 ns.
-- area by class of cell --
| class | count | area [µm²] | area share |
|---|---|---|---|
| inverters | 36 | 135 | 0.0511 |
| well taps | 136 | 170 | 0.0643 |
| multi-input cells | 134 | 1450 | 0.548 |
| repair buffers | 99 | 891 | 0.337 |
-- kinds of logic after synthesis --
logic type / synth area share
AND-OR/OR-AND: 0.0940
adder cells (fa/ha/maj): 0.428
AND/OR/NAND/NOR: 0.0856
buffers and inverters: 0.185
multiplexers: 0.0260
XOR/XNOR: 0.182
-- cell usage after synthesis --
library cell	number	area (µm²)
sky130_fd_sc_hd__inv_1	36	135
sky130_fd_sc_hd__xor2_1	34	298
sky130_fd_sc_hd__ha_1	32	400
sky130_fd_sc_hd__buf_4	18	135
sky130_fd_sc_hd__fa_1	15	300
sky130_fd_sc_hd__o22ai_1	11	68.8
sky130_fd_sc_hd__nand2_1	10	37.5
sky130_fd_sc_hd__o21ai_0	10	50.1
sky130_fd_sc_hd__and2_1	4	25.0
sky130_fd_sc_hd__clkbuf_1	4	15.0
sky130_fd_sc_hd__nor2_1	4	15.0
sky130_fd_sc_hd__o32ai_1	4	35.0
sky130_fd_sc_hd__or4_1	4	30.0
sky130_fd_sc_hd__buf_1	2	7.51
sky130_fd_sc_hd__buf_2	2	10.0
sky130_fd_sc_hd__mux2i_1	2	20.0
sky130_fd_sc_hd__and2_0	1	6.26
sky130_fd_sc_hd__mux4_2	1	22.5
sky130_fd_sc_hd__nand2b_4	1	13.8
sky130_fd_sc_hd__nor4_2	1	12.5
-- metrics by stage --
step	util	worst slack, ns	cell area (µm²)	total power [W]
after floorplan	-	-1.46	1720	0.000104
after global placement	0.244	-2.76	2500	0.000179
after detailed placement	0.244	-2.85	2500	0.000181
after CTS	0.258	-1.92	2640	0.000208
after global routing	0.259	-2.02	2650	0.000234
final	0.259	-1.76	2650	0.000207
-- critical path: stages --
cell                              delay [ns]
sky130_fd_sc_hd__clkdlybuf4s50_1        0.50
sky130_fd_sc_hd__xor2_2                 0.16
sky130_fd_sc_hd__inv_1                  0.10
sky130_fd_sc_hd__fa_2                   0.40
sky130_fd_sc_hd__fa_2                   0.36
sky130_fd_sc_hd__fa_2                   0.38
sky130_fd_sc_hd__fa_2                   0.35
sky130_fd_sc_hd__fa_2                   0.34
sky130_fd_sc_hd__fa_2                   0.34
sky130_fd_sc_hd__fa_2                   0.34
sky130_fd_sc_hd__fa_2                   0.37
sky130_fd_sc_hd__fa_2                   0.35
sky130_fd_sc_hd__fa_2                   0.34
sky130_fd_sc_hd__fa_2                   0.34
sky130_fd_sc_hd__fa_2                   0.35
sky130_fd_sc_hd__fa_2                   0.36
sky130_fd_sc_hd__fa_1                   0.50
sky130_fd_sc_hd__inv_1                  0.04
sky130_fd_sc_hd__mux4_2                 0.47
sky130_fd_sc_hd__buf_4                  0.15
sky130_fd_sc_hd__buf_6                  0.10
sky130_fd_sc_hd__buf_6                  0.10
sky130_fd_sc_hd__buf_6                  0.10
sky130_fd_sc_hd__buf_6                  0.10
sky130_fd_sc_hd__buf_6                  0.11
sky130_fd_sc_hd__buf_6                  0.10
-- routing by layer --
metal	vias to the layer above	track usage	share of wire
li1	734	-	-
met3	0	0.0178	0.075
met4	0	0	0
met2	30	0.118	0.51
met5	-	0	0
met1	652	0.0827	0.42
-- path summary, 6_finish.rpt --
kind                   from    to  slack, ns  depth (start not counted)
worst max-delay path   A[2]  R[0]      -1.76                         26
worst min-delay path  OP[2]     Z       4.52                          7
-- power by group through the flow --
stage	combinational (W)	sequential (W)	clock [W]
finish	0.000207	0	0
global route	0.000234	0	0
CTS	0.000208	0	0
-- repair_timing --
| item | 4_1_cts | 5_1_grt |
|---|---|---|
| setup endpoints to repair | 8 | 8 |
| buffers inserted | 12 | 3 |
| gates resized | 47 | 14 |
| pin swaps | 6 | 4 |
Power and IR drop assume default switching activity.
